===== ./config.mk =====
export PLATFORM = sky130hd
export DESIGN_NAME = vending_machine
export DESIGN_NICKNAME = vending_machine
export VERILOG_FILES = /design/flow/design.v
export SDC_FILE = /design/flow/constraint.sdc
export NUM_CORES = 4
export LEC_CHECK = 1
export CORE_UTILIZATION = 50

===== ./constraint.sdc =====
current_design vending_machine

set clk_period 6.7
set clk_io_pct 0.2

create_clock -name clk0 -period $clk_period [get_ports {clk}]

set non_clock_inputs [all_inputs -no_clocks]
set_input_delay [expr $clk_period * $clk_io_pct] -clock clk0 $non_clock_inputs
set_output_delay [expr $clk_period * $clk_io_pct] -clock clk0 [all_outputs]

===== ./design.v =====
`timescale 1ns/1ns
module vending_machine (
    input clk,
    input reset,
    input [1:0] item_select,
    input [7:0] money_in,
    input cancel,
    output reg dispense,
    output reg [7:0] change,
    output reg [7:0] money_needed,
    output reg [3:0] stock
);
    parameter IDLE = 2'b00;
    parameter WAIT_PAYMENT = 2'b01;
    parameter DISPENSE_ITEM = 2'b10;
    parameter RETURN=2'b11;
    reg [1:0] state, next_state;
    reg [7:0] prices [0:3];
    reg [3:0] stocks [0:3];
    reg [1:0] selected_item;
    reg [7:0] money_collected;
    always @(posedge clk or posedge reset) begin
        if (reset) begin
            state <= IDLE;
            money_collected <= 0;
            dispense <= 0;
            change <= 0;
        end else begin
            state <= next_state;
            case (state)
                IDLE: begin
                    money_collected <= 0;
                    dispense <= 0;
                    change <= 0;
                    if (money_in > 0) begin
                        selected_item <= item_select;
                        money_collected <= money_in;
                    end
                end
                WAIT_PAYMENT: begin
                    if (cancel) begin
                        change <= money_collected;
                        money_collected<=0;
                        money_collected <= 0;
                    end else if (money_in > 0) begin
                        money_collected <= money_collected + money_in;
                        change<=0;
                    end
                    dispense <= 0;
                end
                DISPENSE_ITEM: begin
                    if (money_collected >= prices[selected_item] && stocks[selected_item] > 0) begin
                        dispense <= 1;
                        stocks[selected_item] <= stocks[selected_item] - 1;
                        if (money_collected > prices[selected_item])
                            change <= money_collected - prices[selected_item];
                        else
                            change <= 0;
                        money_collected <= 0;
                    end
                end
            endcase
        end
    end
    always @(*) begin
        next_state = state;
        money_needed = 0;
        case (state)
            IDLE: begin
                if (money_in > 0)
                    next_state = WAIT_PAYMENT;
            end
            WAIT_PAYMENT: begin
                if (cancel)
                    next_state = IDLE;
                else if (money_collected >= prices[selected_item] && stocks[selected_item] > 0)
                    next_state = DISPENSE_ITEM;
                else if (money_collected < prices[selected_item])
                    money_needed = prices[selected_item] - money_collected;
            end
            DISPENSE_ITEM: begin
                next_state = IDLE;
            end
        endcase
        stock = stocks[selected_item];
    end
    initial begin
        prices[0] = 20; stocks[0] = 5;
        prices[1] = 35; stocks[1] = 3;
        prices[2] = 50; stocks[2] = 2;
        prices[3] = 45; stocks[3] = 4;
    end
endmodule

===== ./run.sh =====
#!/bin/bash
# OpenROAD 26Q1-2900-gdf79404cd8, Yosys 0.63+post, stock flow scripts
make -C /OpenROAD-flow-scripts/flow DESIGN_CONFIG=/design/flow/config.mk WORK_HOME=/design/flow/orfs finish

==> results.ini <==
[cts]
path_clk_slew_ns=0.08
cts.sinks=44
cts_root_buffer=clkbuf_8
ctsResizeCount=0
clkLatencyLatePin_ns=0.29
postCtsHoldBufs=0
htreeDepth=2
post_cts_buffers=0
cts_tree=built
numCtsBuffers=5
cts_max_path_buffers=2

[global_routing]
grt_pass1_vias=1933
grt_max_degree=31
busiest_layer=met1
grt_util_met3_pct=3.67
grt_use_met2_pct=31.8
grt_use_total_pct=20.8
grt_antenna_before_repair=0
grt_overflow=0
met1_usage_pct=34.6
grt_pass1_wl_microns=9140

[floorplanning]
row_count=26
dieArea_sq_um=5760
num_io_pins=34
dieWidth_microns=75.9
core_sq_um=5170
die_h_microns=75.9
fp_util_pct=52.8

[timing]
rsz0062_at_grt=no
setup_viol=0
setup_ws_ns=1.95
slew_viol_final=0
tns_ns=0
slew_headroom_pct=46.2
final_hold_viol_count=0
finalCriticalPeriod_ns=4.75
fmax_mhz=211
finalCritPeriodShare_pct=70.9
tightest_slew_ns=0.806
fin_worst_skew_ns=0.00711

[yosys]
synth_flops=44
edf_count=18
ys_warn_count=2
async_reset_ff_share_pct=45.5
seq_area_frac_synth_pct=42.6
top_area_share_pct=19.8
topCellsByArea=edfxtp_1, dfrtp_1, ha_1
synthCells=280
synth_area_per_cell_sq_um=9.75
yosysUniqueCellTypes=48
yosysTopAreaCell=edfxtp_1
yosys_area_sq_um=2730
ys_cells=280
dominantRegCellSynth=dfrtp_1
syn_area_sq_um=2730

[final_layout]
fin_util_pct=62.4
stdcell_count=385
layout-drive-gt1-share_pct=5.71
layout_top_cells=nor2_1, clkdlybuf4s50_1, inv_1, a21oi_1, ha_1
lay_top_count=nor2_1
synthToLayoutAreaGrowth_pct=18.1
nFillCells=438

[status]
outcome=finished clean

[worst_setup_path]
critical_path_required_ns=5.36
cpMaxStageDelayCell=edfxtp_1
worstSetupEndpointType=output pin
crit_fanout=11
cp_data_arrival_time_ns=3.41
critPathKind=flop to output pin
timing.critical_path.mode_cell=inv_1
start_kind=flop
critPathMaxStageDelay_ns=0.64
cp_cell_sequence=mux4_2 -> inv_1 -> ha_1 -> inv_1 -> or3_4 -> a211o_1 -> nor3_1 -> clkdlybuf4s50_1

[routing]
drt-vias-per-instance=5.40
num_vias=2078
routed_wl_microns=5370
ant_nets=0
drt_iter0_markers=109
post_drt_wl_per_cell_microns=14.0
drc_errors=0
antennaDiodeCount=0
drt_first_pass_iters=4

[power]
power.leakage_nw=1.34
max-vdd-ir-drop_uv=161
pwr_density_cell_nw_per_um2=155

[placement]
place_inst=377
dp_worst_setup_slack_ns=2.25
portBuffers=33
place_hpwl_microns=4210
place.gp.congestion=0.844

[job]
tool_warnings=32
cap_viol_max_count=0

[hold_path]
min_path_type=flop to flop

## critical path, delay by kind of cell (launching register included)
family | cells | cell delay [ns]
buffers and inverters | 3 | 0.68
flip-flops | 1 | 0.64
AND/OR/NAND/NOR | 2 | 0.62
multiplexers | 1 | 0.60
AND-OR/OR-AND | 1 | 0.41
adder cells (fa/ha/maj) | 1 | 0.16
## final timing paths
kind                       cells past startpoint  slack (ns)                  to                from
max in group asynchronous                      2        4.67  money_collected[3]               reset
max reg2reg                                    7        3.68        stocks[2][3]  money_collected[5]
min in group asynchronous                      2        1.53            state[2]               reset
max                                            8        1.95     money_needed[4]    selected_item[0]
min                                            2        0.53           change[0]           change[0]
min reg2reg                                    2        0.53           change[0]           change[0]
## Yosys cell counts (5+ instances only)
master / count
nor3_1: 9
nor2_1: 34
nand2_1: 11
o21ai_0: 13
inv_1: 28
xnor2_1: 8
nand3_1: 7
dfxtp_1: 6
nor2b_1: 5
a22oi_1: 10
dfrtp_1: 19
edfxtp_1: 18
ha_1: 20
a21oi_1: 25
o21a_1: 6
## layout make-up
class / instances / area (sq um) / area share (%)
Clock inverter: 3 / 42.5 / 1.32
Clock buffer: 5 / 68.8 / 2.13
Tap cell: 70 / 87.6 / 2.72
Timing Repair Buffer: 35 / 345 / 10.7
Sequential cell: 44 / 1160 / 36.0
Multi-Input combinational cell: 200 / 1410 / 43.8
Inverter: 28 / 105 / 3.26
## layer usage
metal,vias to the layer above,wire length [microns]
met5,-,0
li1,1062,-
met4,0,35
met2,29,2510
met3,4,165
met1,983,2660
## logic make-up after synthesis
| logic type | count (synthesis) | share of synthesized area [%] |
|---|---|---|
| adder cells (fa/ha/maj) | 23 | 11.4 |
| AND/OR/NAND/NOR | 84 | 14.7 |
| multiplexers | 7 | 4.54 |
| flip-flops | 44 | 42.6 |
| AND-OR/OR-AND | 74 | 17.3 |
| XOR/XNOR | 12 | 3.85 |
| buffers and inverters | 36 | 5.68 |
## through the flow
stage               hold WS, ns  cell area, sq um  power (mW)
floorplan                 0.470              2730       0.296
CTS                       0.536              3230       0.506
finish                    0.528              3230       0.501
global placement          0.505              3110       0.308
detailed placement        0.517              3110       0.308
global route              0.558              3230       0.519
## report_power, final
part / switching (mW) / internal [mW] / leakage, nW
registers: 0 / 0.278 / 0.524
clock network: 0.0885 / 0.110 / 0.0503
logic: 0.0118 / 0.0124 / 0.767
total: 0.100 / 0.401 / 1.34
Power figures rest on the tool's default switching activity, not on a simulated workload.
